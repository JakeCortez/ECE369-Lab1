==> design/flow/design.v <==
`timescale 1ns / 1ps
module ProgramCounter(Address, PCResult, Reset, Clk);
	input [31:0] Address;
	input Reset, Clk;
	output reg [31:0] PCResult;
	always @ (posedge Clk)
		begin
			if(Reset == 1)
				PCResult <= 32'h00000000;
			else
				PCResult <= Address;
		end
endmodule
==> design/flow/run.sh <==
#!/bin/bash
# OpenROAD 26Q1-2900-gdf79404cd8, Yosys 0.63+post, stock flow scripts
make -C /OpenROAD-flow-scripts/flow DESIGN_CONFIG=/design/flow/config.mk WORK_HOME=/design/flow/orfs finish
==> design/flow/config.mk <==
export PLATFORM = sky130hd
export DESIGN_NAME = ProgramCounter
export DESIGN_NICKNAME = ProgramCounter
export VERILOG_FILES = /design/flow/design.v
export SDC_FILE = /design/flow/constraint.sdc
export NUM_CORES = 4
export LEC_CHECK = 1
export CORE_AREA = 10 10 102 102
export DIE_AREA = 0 0 112 112
==> design/flow/constraint.sdc <==
current_design ProgramCounter

set clk_period 1.0
set clk_io_pct 0.2

create_clock -name clk0 -period $clk_period [get_ports {Clk}]

set non_clock_inputs [all_inputs -no_clocks]
set_input_delay [expr $clk_period * $clk_io_pct] -clock clk0 $non_clock_inputs
set_output_delay [expr $clk_period * $clk_io_pct] -clock clk0 [all_outputs]
==> impl_metrics.env <==
# implementation run metrics
export IMPL_slowest_stage="dfxtp_2"
export IMPL_endpoint_kind="output port"
export IMPL_max_stage_delay_ns=0.32
export IMPL_grt_pass1_vias=712
export IMPL_die_h_um=112
export IMPL_holdBufCountCts=0
export IMPL_ctsHtreeMaxLevel=2
export IMPL_antenna_found_initial=0
export IMPL_mostFrequentLayoutCells="clkdlybuf4s50_1 (33), nor2b_1 (32), dfxtp_1 (19)"
export IMPL_top_regs="PCResult (32)"
export IMPL_fin_cells=244
export IMPL_clock_fmax_mhz=1040
export IMPL_cts_num_sinks=32
export IMPL_syn_inst=67
export IMPL_postSynthSeqShare=0.742
export IMPL_gp_congestion=0.679
export IMPL_fin_util=0.207
export IMPL_crit_family="flip-flops"
export IMPL_diodes=0
export IMPL_startpoint_type="flop"
export IMPL_yosys_cells=67
export IMPL_ys_area_um2=863
export IMPL_worstMarginPinSlew_ns=0.202
export IMPL_ant_nets=0
export IMPL_vias=678
export IMPL_maxSlewViolCount=0
export IMPL_first_iter_violations=11
export IMPL_num_rows=33
export IMPL_port_buffers=65
export IMPL_ys_ff=32
export IMPL_routed_wl_um=2770
export IMPL_setup_violations=0
export IMPL_rsz0062_at_grt="false"
export IMPL_avgViaCountPerCell=2.78
export IMPL_largest_register="PCResult"
export IMPL_yosysTopAreaCell="dfxtp_1"
export IMPL_grt_max_degree=21
export IMPL_critical_path_startpoint="PCResult[23]$_SDFF_PP0_"
export IMPL_clkTransAtPathRegs_ns=0.07
export IMPL_yosys_warnings=1
export IMPL_outcome="finished clean"
export IMPL_arrival_ns=0.76
export IMPL_routedWlPerCell_um=11.3
export IMPL_drive_gt1_frac=0.281
export IMPL_die_w_um=112
export IMPL_peakVddDrop_uv=612
export IMPL_crit_chain="clkdlybuf4s15_1"
export IMPL_placed_cells=236
export IMPL_crit_type="reg2out"
export IMPL_fin_crit_ns=0.960
export IMPL_netlist_area_um2=863
export IMPL_required_ns=0.80
export IMPL_critPathMaxFanout=1
export IMPL_dieArea_um2=12500
export IMPL_cellPowerDensity_nw_per_um2=1680
export IMPL_grt_use_met1=0.0500
export IMPL_cts_tree="built"
export IMPL_hold_path_class="in2reg"
export IMPL_met2_usage=0.0653
export IMPL_pin_count=66
export IMPL_synth_top_area_share=0.742
export IMPL_grt_first_pass_wirelength_um=4230
export IMPL_grtUsageTotal=0.0419
export IMPL_core_um2=8220
export IMPL_finalPower_uw=2850
export IMPL_initCoreUtil=0.105
export IMPL_drt_pass1_iter_count=2
export IMPL_clockRootBuffer="clkbuf_8"
export IMPL_synth_area_per_cell_um2=12.9
export IMPL_gr_max_usage_layer="met2"
export IMPL_synthToLayoutAreaGrowth_pct=97.1
export IMPL_layout_top_cell="clkdlybuf4s50_1"
export IMPL_synth_distinct_cells=3
export IMPL_largest_reg_flops=32
export IMPL_cts_buffers=5
export IMPL_top_cells_by_area="dfxtp_1 (74%), nor2b_1 (23%), buf_4 (2.6%)"
export IMPL_drc=0
export IMPL_warnings=25
export IMPL_finalCritPeriodShare=0.960
export IMPL_grt_overflow_total=0
export IMPL_p_leak_uw=0.000687
export IMPL_max_clock_path_buffers=2
export IMPL_relSlewSlack=0.865
export IMPL_min_from="Address[5]"
export IMPL_maxCapViolations=0
export IMPL_hold_violations=0
export IMPL_grtUsageMet3=0.0261
export IMPL_crit_buf_inv=1
-- logic make-up after synthesis --
| family | synth area share |
|---|---|
| and+or+nand+nor | 0.232 |
| buffers and inverters | 0.0261 |
| DFF | 0.742 |
-- final timing paths --
| path | cells after the start | slack, ns | end |
|---|---|---|---|
| worst max-delay path | 1 | 0.04 | PCResult[23] |
| worst min-delay path | 2 | 0.46 | PCResult[5]$_SDFF_PP0_ |
-- per-layer routing --
layer	vias to the layer above	routed length [µm]	part of all wire
met3	0	309	0.11
met1	303	1170	0.42
li1	340	-	-
met2	35	1290	0.46
met4	0	0	0
met5	-	0	0
-- per-stage QoR --
stage	setup WS (ns)	TNS, ns	cell area (µm²)	hold WS [ns]
2_1_floorplan	0.509	0	863	0.272
3_3_place_gp	-0.125	-3.67	1660	0.761
3_5_place_dp	-0.142	-3.95	1660	0.761
4_1_cts	0.00213	0	1760	0.456
5_1_grt	0.000682	0	1700	0.456
6_report	0.0402	0	1700	0.464
-- area by class of cell --
class,count,area (µm²)
Sequential cell,32,657
Fill cell,893,6520
Clock inverter,2,35.0
Clock buffer,6,72.6
Tap cell,105,131
Multi-Input combinational cell,32,200
Timing Repair Buffer,67,606
-- cell usage after synthesis --
library cell / instances
nor2b_1: 32
buf_4: 3
dfxtp_1: 32
-- repair_timing --
item | in CTS | in global routing
setup buffers | 0 | 0
endpoints found under the setup margin | 32 | 19
gates resized | 71 | 26
-- power by group --
group / switching [µW] / internal, µW
Clock: 473 / 739
Combinational: 62.6 / 216
Sequential: 16.0 / 1350
Total: 552 / 2300
Power is estimated from default activity; no workload was simulated.
