--- flow/design.v ---
`timescale 1ns / 1ps
module PCAdder(PCResult, PCAddResult);
    input [31:0] PCResult;
    output reg [31:0] PCAddResult;  
    always @ (PCResult, PCAddResult)
    begin
        PCAddResult <= PCResult + 32'd4;
    end
endmodule
--- flow/run.sh ---
#!/bin/bash
# OpenROAD 26Q1-2900-gdf79404cd8, Yosys 0.63+post, stock flow scripts
make -C /OpenROAD-flow-scripts/flow DESIGN_CONFIG=/design/flow/config.mk WORK_HOME=/design/flow/orfs finish
--- flow/config.mk ---
export PLATFORM = sky130hd
export DESIGN_NAME = PCAdder
export DESIGN_NICKNAME = PCAdder
export VERILOG_FILES = /design/flow/design.v
export SDC_FILE = /design/flow/constraint.sdc
export NUM_CORES = 4
export LEC_CHECK = 1
export CORE_AREA = 10 10 75 75
export DIE_AREA = 0 0 85 85
--- flow/constraint.sdc ---
current_design PCAdder

set clk_period 9.1
set clk_io_pct 0.2

create_clock -name clk0 -period $clk_period

set non_clock_inputs [all_inputs -no_clocks]
set_input_delay [expr $clk_period * $clk_io_pct] -clock clk0 $non_clock_inputs
set_output_delay [expr $clk_period * $clk_io_pct] -clock clk0 [all_outputs]
==> out/metrics.csv <==
metric,value,unit
PortBufs,60,
YS chip area,581,µm²
initial antenna violation count,0,
vias per inst,3.99,
Peak Freq,171,MHz
P&R area growth vs syn,112,%
Commonest Layout Cell,clkdlybuf4s50_1,
number of DRC markers in iteration 0,9,
register area share after synthesis,0,
Die Y,85,µm
# Cells Yosys,83,
Overall Power,41.8,µW
global route overflow,0,
CP bufs+invs,2,
Placed Cells,191,
crit path DAT,4.03,ns
setup_tns,0,ns
cts-stage hold buffer count,0,
DRT antenna net count,0,
core area,4060,µm²
final slew viol count,0,
Lkg Pwr,0.000423,µW
Syn Area/Cell,6.99,µm²
clkbuf count,0,
post-CTS resize count,0,
first-pass iteration count of the detailed router,4,
Slowest cell on crit path,clkdlybuf4s50_1,
slew margin rel.,0.647,
Setup CP Type,primary input to primary output,
global-route wire length before repair,3.51,mm
Mapped Area,581,µm²
crit path DRT,7.28,ns
family with the most delay on the worst path,buffers and inverters,
tool warnings,32,
worst-path fanout max,8,
status,completed,
Cell Type Count,18,
filler cell count,427,
Top Ports,64,
Synth Warn #,1,
# setup viols final,0,
post-CTS setup buffers,0,
Seq cells,0,
most instantiated logic cells after routing,"clkdlybuf4s50_1, xnor2_1, nand3_1, nand2_1, nand4_1",
final tally of hold violations,0,
max cap viols,0,
power per cell area,34.1,nW/µm²
delay of the slowest critical-path stage,0.52,ns
WL/cell,12.2,µm
cell mode on critical path,clkdlybuf4s50_1,
FP Core Util,0.143,
FF/Latch Area,0,µm²
HPWL Detailed,2.09,mm
cycle use final,0.643,
Peak VDD IR,14.1,µV
Worst Tran Pin Value,0.525,ns
Cells after Synth,83,
n_diodes,0,
DR vias,762,
FP Rows,23,
largest net degree at the start of global routing,9,
Post-Route WL,2.33,mm
routability congestion estimate,0.786,
final std cells w/o fill,191,
fin crit period,5.85,ns
Hold WC Path Type,primary input to primary output,
CP endpoint kind,primary output,
logic area,558,µm²
vias in the first global route,751,
gr usage total,0.0563,
cells along the critical path,"clkdlybuf4s50_1, ha_1, nand3_1, nor4_4, nand4_1, xnor2_1, clkdlybuf4s50_1",
# DRC,0,
launching element type of the critical path,primary input,
Die W,85,µm
share of layout cells above drive strength 1,0.0496,
Die Size,7230,µm²
RSZ-0062 raised after global routing,false,
-- layout make-up --
| class | instances | share of cell area |
|---|---|---|
| timing repair buffer | 60 | 0.489 |
| multi-input combinational | 79 | 0.454 |
| tap | 50 | 0.0509 |
| inverter | 2 | 0.00611 |
-- metrics by stage --
stage                     hold slack (ns)  worst slack, ns  instance area, µm²  utilization
after global placement               3.64             3.23                1230        0.303
after CTS                            3.64             3.18                1230        0.303
after detailed placement             3.64             3.18                1230        0.303
final                                3.64             3.25                1230        0.303
after global routing                 3.64             3.01                1230        0.303
after floorplan                      3.65             4.49                 581            -
-- power breakdown --
| group | internal, µW | switching, µW | leakage, µW |
|---|---|---|---|
| logic | 29.2 | 12.7 | 0.000423 |
| registers | 0 | 0 | 0 |
| clock network | 0 | 0 | 0 |
| total | 29.2 | 12.7 | 0.000423 |
-- cells by family (layout without fill, tap and decap cells) --
kind of cell | Yosys count | after routing | synth area share
xor gates and xnor gates | 28 | 28 | 0.422
buffers and inverters | 4 | 62 | 0.0388
and+or+nand+nor | 50 | 50 | 0.517
adders and majority gates | 1 | 1 | 0.0215
-- synthesized netlist by cell type --
cell	instances	area (µm²)
and4_1	1	8.76
nand3_2	1	10.0
inv_1	2	7.51
ha_1	1	12.5
nor2_1	7	26.3
nand4_1	9	56.3
and2_1	1	6.26
nor4_4	2	42.5
and3_1	2	12.5
nor3_1	3	15.0
nand4_2	1	12.5
and4_2	1	10.0
xor2_1	7	61.3
or2_2	2	12.5
nand3_1	10	50.1
nand2_1	10	37.5
xnor2_1	21	184
buf_4	2	15.0
-- per-layer routing --
layer | vias up | GRT usage | part of all wire
li1 | 414 | - | -
met4 | 0 | 0 | 0
met2 | 30 | 0.0988 | 0.47
met1 | 318 | 0.0657 | 0.42
met5 | - | 0 | 0
met3 | 0 | 0.0241 | 0.11
-- final timing paths --
check / from / end / depth (start not counted)
setup / recovery: PCResult[2] / PCAddResult[28] / 7
hold / removal: PCResult[0] / PCAddResult[0] / 0
Power is estimated from default activity; no workload was simulated.
