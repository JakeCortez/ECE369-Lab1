File: flow/constraint.sdc
current_design Two4DigitDisplay

set clk_period 3.0
set clk_io_pct 0.2

create_clock -name clk0 -period $clk_period [get_ports {Clk}]

set non_clock_inputs [all_inputs -no_clocks]
set_input_delay [expr $clk_period * $clk_io_pct] -clock clk0 $non_clock_inputs
set_output_delay [expr $clk_period * $clk_io_pct] -clock clk0 [all_outputs]
File: flow/run.sh
#!/bin/bash
# OpenROAD 26Q1-2900-gdf79404cd8, Yosys 0.63+post, stock flow scripts
make -C /OpenROAD-flow-scripts/flow DESIGN_CONFIG=/design/flow/config.mk WORK_HOME=/design/flow/orfs finish
File: flow/design.v
`timescale 1ns / 1ps
module SevenSegment(numin, segout);
    input	[3:0] numin;
    output	reg [6:0] segout;     
    always @(numin)
    begin
        case (numin)
                4'b0000: segout <= 7'b0000001;     
                4'b0001: segout <= 7'b1001111;     
                4'b0010: segout <= 7'b0010010;     
                4'b0011: segout <= 7'b0000110;     
                4'b0100: segout <= 7'b1001100;     
                4'b0101: segout <= 7'b0100100;     
                4'b0110: segout <= 7'b0100000;     
                4'b0111: segout <= 7'b0001111;     
                4'b1000: segout <= 7'b0000000;     
                4'b1001: segout <= 7'b0000100;     
                4'b1010: segout <= 7'b0001000;     
                4'b1011: segout <= 7'b1100000;     
                4'b1100: segout <= 7'b0110001;     
                4'b1101: segout <= 7'b1000010;     
                4'b1110: segout <= 7'b0110000;     
                4'b1111: segout <= 7'b0111000;     
                default: segout <= 7'b1111111;   
       endcase
     end
endmodule
`timescale 1ns / 1ps
module Two4DigitDisplay(Clk, NumberA, NumberB, out7, en_out);
    parameter NUM_WIDTH = 16;
    input  Clk;
    input  [NUM_WIDTH - 1:0] NumberA, NumberB;
    output [6:0] out7;  
    output reg [7:0] en_out;
    reg  [3:0] in4;        
    wire [3:0] firstdigitA;
    wire [3:0] seconddigitA;
    wire [3:0] thirddigitA;
    wire [3:0] forthdigitA;
    wire [3:0] firstdigitB;
    wire [3:0] seconddigitB;
    wire [3:0] thirddigitB;
    wire [3:0] forthdigitB;
    SevenSegment m1(in4, out7);
    reg  [19:0] cnt = 19'd0;
    always @(posedge Clk) begin
        cnt <= cnt + 1;
    end
    assign firstdigitA = NumberA[3:0];
    assign seconddigitA = NumberA[7:4];
    assign thirddigitA = NumberA[11:8];
    assign forthdigitA = NumberA[15:12];
    assign firstdigitB = NumberB[3:0];
    assign seconddigitB = NumberB[7:4];
    assign thirddigitB = NumberB[11:8];
    assign forthdigitB = NumberB[15:12];
    always @(cnt) begin
        case(cnt[19:17])   
            3'b000: begin en_out <= 8'b11111110; in4 <= firstdigitA; end
            3'b001: begin en_out <= 8'b11111101; in4 <= seconddigitA; end
            3'b010: begin en_out <= 8'b11111011; in4 <= thirddigitA; end
            3'b011: begin en_out <= 8'b11110111; in4 <= forthdigitA; end
            3'b100: begin en_out <= 8'b11101111; in4 <= firstdigitB; end
            3'b101: begin en_out <= 8'b11011111; in4 <= seconddigitB; end
            3'b110: begin en_out <= 8'b10111111; in4 <= thirddigitB; end
            3'b111: begin en_out <= 8'b01111111; in4 <= forthdigitB; end
            default: begin en_out <= 8'b11111111; in4 <= 4'b1111; end 
        endcase
     end
endmodule
File: flow/config.mk
export PLATFORM = sky130hd
export DESIGN_NAME = Two4DigitDisplay
export DESIGN_NICKNAME = Two4DigitDisplay
export VERILOG_FILES = /design/flow/design.v
export SDC_FILE = /design/flow/constraint.sdc
export NUM_CORES = 4
export LEC_CHECK = 1
export CORE_AREA = 10 10 99 99
export DIE_AREA = 0 0 109 109
==> results.toml <==
# yosys + openroad results
[pwr]
static-leakage-power_nw = 0.9385
max-vdd-ir-drop_uv = 200.0
powerDensity_mw_per_mm2 = 254.4

[critical_path]
worst_path_largest_cell_delay_ns = 0.46
critical_path.cell_chain = "clkdlybuf4s50_1, nor2b_1, o32a_1, a31o_4, xnor2_1, a221o_1, buf_2"
cp_max_fo = 15
arrival_ns = 2.28
critical_path_class = "in -> out"
timing.rr.start = "cnt[2]"
startpoint_type = "primary input"
launch_point_of_the_worst_path = "NumberA[7]"
worst_endpoint_required_time_ns = 2.40
critical-path-slowest-cell = "sky130_fd_sc_hd__clkdlybuf4s50_1"
end_kind = "primary output"

[sta]
fmax_mhz = 347.3
final.setup.tns_ns = 0
report.final.setup_viol = 0
finalCritPeriodShare_pct = 95.98
finalHoldViolCount = 0
max_slew_margin_pct = 78.89
worst_slew_pin_slew_ns = 0.3137
final.setup_skew_ns = 0.006327
report.final.slew_viol_count = 0
timing.final.ws_setup_ns = 0.1205
post-route-min-period_ns = 2.880

[die]
fp_util_pct = 17.84
die_h_um = 109
chipArea_mm2 = 0.01188
i_o_pin_count = 48
placeableCoreArea_mm2 = 0.007727
num_rows = 32
die_x_um = 109

[worst_hold_path]
hold_class = "reg -> reg"
hold_start = "cnt[0]"

[cells_and_area]
num-fill-cells = 784
final_layout_size_suffix_gt1_share_pct = 26.36
layout-area-overhead-vs-synth_pct = 66.24
comb_area_mm2 = 0.001022
largestRegisters = "cnt (20)"
fin_area_mm2 = 0.002292
final-seq-area_um2 = 401.6
final_cell_count_no_fill = 322
fin_util_pct = 29.66
top_register = "cnt"
layout.cells.most_common = "sky130_fd_sc_hd__clkdlybuf4s50_1"
largest_reg_flops = 20
commonest_cells_after_routing_fill_and_taps_aside = "28 x sky130_fd_sc_hd__clkdlybuf4s50_1, 22 x sky130_fd_sc_hd__buf_4, 19 x sky130_fd_sc_hd__dfxtp_1, 14 x sky130_fd_sc_hd__nand2_1, 13 x sky130_fd_sc_hd__xnor2_1"

[route]
post-route-drc-count = 0
route.final.wire_length_um = 3833
via_per_inst = 4.152
routed_wire_length_per_instance_um = 11.90
vias = 1337
diodes = 0
antenna_violating_nets_post_route = 0
total_iterations_of_the_first_detailed_routing_run = 3
initialDrtViolationCount = 40

[synth]
ys.flops = 20
synth-edff-count = 0
yosys_warnings = 2
synth-seq-area-share_pct = 29.04
chip_area_line_of_the_yosys_report_mm2 = 0.001379
post-synth-top-area-fraction_pct = 29.04
synth.yosys.num_cells = 152
top_cells_by_area = "sky130_fd_sc_hd__dfxtp_1 29%, sky130_fd_sc_hd__mux2i_1 9.4%, sky130_fd_sc_hd__xnor2_1 8.3%, sky130_fd_sc_hd__ha_1 6.4%, sky130_fd_sc_hd__nand2_1 4.1%"
synth_cells = 152
synth.lib_cells_used.distinct = 45
syn-mean-instance-area_um2 = 9.071
netlist.top_cell.by_area = "sky130_fd_sc_hd__dfxtp_1"
synth.cell_area_mm2 = 0.001379
ff_type = "sky130_fd_sc_hd__dfxtp_1"
asyncSetResetFlopFracSynth_pct = 0

[global_routing]
highest_utilization_routing_layer_at_the_global_route_stage = "met2"
grt_first_pass_wirelength_um = 6161
groute.layer.met1.usage_pct = 8.424
met2_usage_pct = 9.383
grt_max_degree = 16
grt_antenna_before_repair = 0
grt_overflow_total = 0
met3_usage_pct = 2.210
first_global_vias = 1339
grt_util_all_layers_pct = 6.106

[clock_network]
htree_num_levels = 1
tritoncts.num_buffers = 3
tritoncts = "built"
cts.path.max_buffers = 2
clockRootBuffer = "sky130_fd_sc_hd__clkbuf_8"
cts_sinks = 20
clk_pin_slew_ns = 0.06
clk-insertion-delay-late_ns = 0.25
cts_hold_buffers = 0

[placement]
detailedPlacementHpwl_um = 2954
dpl_worst_slack_ns = -0.4126
gp_routability_congestion = 0.8358
placed_cells = 309
placement.cell_area_mm2 = 0.002028
place.port_buffers = 47

[run_status]
outcome = "complete, no violations"

[run]
log.warning_count = 29
cap_violations = 0
-- cell usage after synthesis, drive strengths merged (2+ instances only) --
cell	count
xor2	6
o22ai	9
ha	7
a211oi	2
dfxtp	20
and3	6
nand4	2
nor3b	2
inv	5
nor2	6
xnor2	13
nor2b	3
a31oi	2
buf	7
and4	2
nand3	9
or3	2
nand2	15
mux2i	13
-- what timing repair did --
action,in CTS,in global routing
gates resized,34,25
setup endpoints to repair,7,7
setup buffers,6,3
pin swaps,9,10
-- power breakdown --
group / internal [W] / switching [W]
logic: 0.0000790 / 0.0000407
clock network: 0.000117 / 0.0000816
registers: 0.000265 / 0
total: 0.000461 / 0.000122
-- metal layers --
| metal | wire length [um] | vias up | share of wire (%) |
|---|---|---|---|
| met2 | 1550 | 38 | 40 |
| met4 | 0 | 0 | 0 |
| met5 | 0 | - | 0 |
| met1 | 1885 | 608 | 49 |
| li1 | - | 691 | - |
| met3 | 397 | 0 | 10 |
-- path summary, 6_finish.rpt --
path                                 to  slack (ns)  cells after the start
worst max-delay path            out7[6]        0.12                      7
worst min-delay path             cnt[0]        0.45                      1
worst max register to register  cnt[19]        1.24                      5
worst min register to register   cnt[0]        0.45                      1
-- kinds of logic (layout without fill, tap and decap cells) --
group,Yosys count,after routing,share of synthesized area [%]
compound gates,24,24,13.97
xor+xnor,19,19,12.07
fa+ha+maj,7,7,6.352
buf+inv,13,81,6.351
flops,20,20,29.04
mux,14,14,10.25
simple gates,55,55,21.96
-- worst max-delay path, delay by kind of cell --
kind	cells	cell delay, ns
and+or+nand+nor	1	0.04
AOI/OAI and AO/OA	3	0.90
buffers and inverters	2	0.57
xor gates and xnor gates	1	0.15
-- metrics by stage --
stage	total power, W	hold WS, ns
3_3_place_gp	0.0003764	0.4330
5_1_grt	0.0006147	0.4736
3_5_place_dp	0.0003766	0.4363
4_1_cts	0.0005822	0.4519
6_report	0.0005832	0.4530
2_1_floorplan	0.0003067	0.4060
-- cell type report --
type / instances / area share [%]
clock buffer: 4 / 2.402
inverter: 5 / 0.8188
multi-input combinational: 119 / 44.60
sequential: 20 / 17.52
tap: 102 / 5.568
timing repair buffer: 72 / 29.09
No activity file was given, so power comes from the tool's default toggle rates.
